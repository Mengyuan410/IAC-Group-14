$ cat design/flow/design.v
module alu(
    input logic [23:0] a,
    input logic [23:0] b,
    output logic [23:0] r,
    input logic [1:0] op
);
    always_comb begin
        case(op)
        0: begin r = a + b; end
        1: begin r = a&b; end
        2: begin r = (b > 23) ? 0 : a >> b; end
        3: begin r = (b > 23) ? 0 : a << b; end 
        endcase 
    end
endmodule
$ cat design/flow/run.sh
#!/bin/bash
# OpenROAD 26Q1-2900-gdf79404cd8, Yosys 0.63+post, stock flow scripts
make -C /OpenROAD-flow-scripts/flow DESIGN_CONFIG=/design/flow/config.mk WORK_HOME=/design/flow/orfs finish
$ cat design/flow/config.mk
export PLATFORM = sky130hd
export DESIGN_NAME = alu
export DESIGN_NICKNAME = alu
export VERILOG_FILES = /design/flow/design.v
export SDC_FILE = /design/flow/constraint.sdc
export NUM_CORES = 4
export LEC_CHECK = 1
export CORE_UTILIZATION = 30
$ cat design/flow/constraint.sdc
current_design alu

set clk_period 10.6
set clk_io_pct 0.2

create_clock -name clk0 -period $clk_period

set non_clock_inputs [all_inputs -no_clocks]
set_input_delay [expr $clk_period * $clk_io_pct] -clock clk0 $non_clock_inputs
set_output_delay [expr $clk_period * $clk_io_pct] -clock clk0 [all_outputs]
==> flow_summary.ini <==
; yosys + openroad results
[route]
drtPass1Iterations = 7
vias_per_cell = 6.43
met2_length_um = 8160
met1_length_um = 8240
wl_um = 18800
drc = 0
antenna_left = 0
wl_met3_um = 1740
drtIter0Drc = 631
routed.top_layer = met4
num_vias = 5409
post_drt_wl_per_cell_um = 22.4

[global_route]
grt_pass1_vias = 5014
grt_overflow = 0
antenna_found_initial = 0
grt_use_total_pct = 23.7
grt_start_max_net_pins = 50
grt_pass1_wl_um = 29100

[synth]
netlist_area_um2 = 4690
ys_cells = 619
synth.top_cell.area_share_pct = 8.97
syn_inst = 619
common_cells = 56 x nor2_1, 54 x nand2_1, 52 x a21oi_1, 37 x mux2i_1, 36 x o21ai_0
yosys.stat.seqShare_pct = 0
yosys_area_um2 = 4690
yosysMostFrequentCell = nor2_1
yosys.area.top_type = mux4_1
yosysWarnings = 1
topCellsByArea = mux4_1 9.0%, mux2i_1 7.9%, mux4_2 7.7%
syn_area_per_cell_um2 = 7.57
synth_cell_types = 83

[worst_setup_path]
max_stage_delay_ns = 0.83
path_buffers = 4
worstPathArrival_ns = 5.95
worstSetupStartpointType = primary input
path_max_fanout = 27
critical_path.cell_chain = clkdlybuf4s50_1 -> buf_4 -> clkinv_1 -> nor2_1 -> nand2_1 -> nor2_1 -> a32oi_1 -> a2111oi_0 -> a2bb2oi_1 -> clkdlybuf4s50_1
path_class = primary input to primary output
required_ns = 8.48
end_kind = primary output
crit_family = buffers and inverters
cp_slowest_cell = nor2_1

[floorplanning]
fp.dieH_um = 127
rows = 45
die_w_um = 127
die_area_um2 = 16100
core_util_floorplan_pct = 30.8
core_area_um2 = 15200
io-pin-count = 74

[placement]
place_ws_ns = 2.62
port_buffers = 74
dp_hpwl_um = 14400
gp_congestion = 1.04

[finish]
ff_latch_area_um2 = 0
clkbuf_count = 0
syn2layout_area_growth_pct = 14.2
flops = 0
layout-drive-gt1-share_pct = 8.13

[timing]
setup_slack_ns = 2.53
slew_headroom_pct = 36.2
setup_viol = 0
hold_violations = 0
worst_pin_slew_ns = 0.954
rsz0062_at_grt = false
min_period_ns = 8.07
finalClockPeriodUsage_pct = 76.1
tns_ns = 0
maxSlewViolCount = 0
fmax_mhz = 124

[run]
cap_violations = 0
log.warning_count = 32

[worst_hold_path]
min_from = b[0]
min_path_cells = 4
worst_hold_path.endpoint = r[0]
min_path_type = primary input to primary output

[power_and_ir_drop]
switching_share_pct = 56.0
power_per_cell_area_nw_per_um2 = 45.5
internal_power_uw = 107
power.leakage_uw = 0.00193
peakVddDrop_v = 0.0000301
power_switching_uw = 136

[clock_network]
ctsHoldBuffers = 0
post_cts.repair.setup_buffers = 0
ctsResizeCount = 0

[run_status]
status = finished clean
cell usage in the layout (no fill, tap or decap), types with 10 or more instances in the layout:
| master | instances |
|---|---|
| o211ai_1 | 10 |
| ha_1 | 24 |
| mux2i_1 | 37 |
| a21oi_1 | 52 |
| nand3_1 | 19 |
| clkdlybuf4s50_1 | 71 |
| nand2_1 | 54 |
| o21ai_0 | 36 |
| nor3_1 | 21 |
| a21o_1 | 10 |
| mux4_2 | 16 |
| nor4_1 | 11 |
| nor2_1 | 56 |
| mux4_1 | 16 |
| buf_4 | 11 |
| a211oi_1 | 12 |
| nand4_1 | 10 |
| inv_1 | 17 |
power groups by stage:
stage                 logic [uW]  clock network (uW)  registers [uW]
after CTS                    240                   0               0
after global routing         264                   0               0
layer usage:
| layer | GRT usage (%) | vias up |
|---|---|---|
| li1 | - | 2544 |
| met1 | 34.9 | 2511 |
| met2 | 35.9 | 309 |
| met3 | 3.67 | 45 |
| met4 | 7.42 | 0 |
| met5 | 0 | - |
area by class of cell:
class	count	area [um^2]
multi-input combinational	548	4230
tap	188	235
fill	1651	9850
inverter	19	71.3
antenna	1	2.50
timing repair buffer	85	808
per-stage QoR:
| step | power (uW) | cells | instance area (um^2) | hold slack (ns) | util (%) |
|---|---|---|---|---|---|
| 2_1_floorplan | 157 | 619 | 4690 | 4.38 | - |
| 3_3_place_gp | 241 | 840 | 5350 | 5.36 | 35.2 |
| 3_5_place_dp | 238 | 840 | 5350 | 5.34 | 35.2 |
| 4_1_cts | 240 | 840 | 5350 | 5.36 | 35.2 |
| 5_1_grt | 264 | 840 | 5350 | 5.45 | 35.2 |
| 6_report | 244 | 841 | 5350 | 5.36 | 35.2 |
logic make-up (layout without fill, tap and decap cells):
| group | Yosys count | in the layout | share of synthesized area [%] |
|---|---|---|---|
| mux | 74 | 74 | 25.8 |
| buf+inv | 71 | 104 | 9.66 |
| other cells | 0 | 1 | 0 |
| xor+xnor | 13 | 13 | 2.43 |
| simple gates | 222 | 222 | 23.9 |
| fa+ha+maj | 25 | 25 | 6.83 |
| compound gates | 214 | 214 | 31.4 |
how the worst max path moves through the flow:
stage	from	slack, ns	depth (start not counted)	end
finish	op[0]	2.53	10	r[12]
global route	op[0]	2.30	10	r[12]
CTS	op[0]	2.60	10	r[12]
Power figures rest on the tool's default switching activity, not on a simulated workload.
