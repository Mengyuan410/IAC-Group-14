--- ./run.sh ---
#!/bin/bash
# OpenROAD 26Q1-2900-gdf79404cd8, Yosys 0.63+post, stock flow scripts
make -C /OpenROAD-flow-scripts/flow DESIGN_CONFIG=/design/flow/config.mk WORK_HOME=/design/flow/orfs finish
--- ./design.v ---
module mul16(
    input clk,
    input logic[15:0] a,
    input logic[15:0] b,
    output logic[31:0] r
);
    logic [15:0] aLow_bLow, aHigh_bLow, aLow_bHigh, aHigh_bHigh;
    logic [16:0] aHbL_add;
    logic [31:0] temp_r, temp1, temp2;
    assign aHbL_add=aHigh_bLow + aLow_bHigh;
    always @(*) begin
        temp_r = { 16'h0000, aLow_bLow } + {7'b0000000,aHbL_add,8'h00} + {aHigh_bHigh,16'h0000};
    end
    mul8 mul1(.clk(clk), .a(a[7:0]), .b(b[7:0]), .r(aLow_bLow));
    mul8 mul2(.clk(clk), .a(a[15:8]), .b(b[7:0]), .r(aHigh_bLow));
    mul8 mul3(.clk(clk), .a(a[7:0]), .b(b[15:8]), .r(aLow_bHigh));
    mul8 mul4(.clk(clk), .a(a[15:8]), .b(b[15:8]), .r(aHigh_bHigh));
    always_ff  @(posedge clk) begin
        r <= temp_r;
    end
endmodule
module mul8(
    input clk,
    input logic[7:0] a,
    input logic[7:0] b,
    output logic[15:0] r
);
    logic[15:0] r_temp;
    always @(*) begin
        r_temp = a*b;
    end
    always_ff  @(posedge clk) begin
        r <= r_temp;
    end
endmodule
--- ./config.mk ---
export PLATFORM = sky130hd
export DESIGN_NAME = mul16
export DESIGN_NICKNAME = mul16
export VERILOG_FILES = /design/flow/design.v
export SDC_FILE = /design/flow/constraint.sdc
export NUM_CORES = 4
export LEC_CHECK = 1
export CORE_UTILIZATION = 50
--- ./constraint.sdc ---
current_design mul16

set clk_period 11.5
set clk_io_pct 0.2

create_clock -name clk0 -period $clk_period [get_ports {clk}]

set non_clock_inputs [all_inputs -no_clocks]
set_input_delay [expr $clk_period * $clk_io_pct] -clock clk0 $non_clock_inputs
set_output_delay [expr $clk_period * $clk_io_pct] -clock clk0 [all_outputs]
==> results.yml <==
# physical design summary
status:
  status: "finished clean"
sta:
  period_used_share: 0.613
  finalWorstSetupSlack_ns: 4.46
  slew_headroom: 0.453
  finalSetupTns_ns: 0
  tightest_slew_ns: 0.818
  drv_slew: 0
  max_freq_ghz: 0.142
  setup_viol_count_final: 0
  rsz0062_at_grt: "false"
  period_minus_slack_ns: 7.04
  fin_skew_ns: 0.00908
  hold_viol: 0
global_routing:
  grt_max_degree: 19
  grt.total_usage: 0.226
  grt_pass1_wl_um: 41200
  grt-ovfl-total: 0
  antenna_found_initial: 0
  grt_pass1_vias: 8367
routing:
  drt_pass1_iterations: 4
  diodes: 0
  routedWlPerCell_um: 14.3
  drt_iter0_drc: 298
  via_per_inst: 4.97
  drc: 0
  drtAntennaViolNets: 0
  vias: 8328
  totalWireLength_um: 24000
setup_path:
  critPathTopFamily: "adder cells"
  crit_arrival_ns: 7.29
  critical_path_buf_inv_count: 3
  rrSetupSlack_ns: 7.43
  path_max_fanout: 16
  cp.required_ns: 11.75
  critical_path_class: "input pin to register"
  start_kind: "input pin"
  crit_slowest_cell: "clkdlybuf4s50_1"
  crit_path_end_kind: "register"
  path_cells: "clkdlybuf4s50_1 -> and2_1 -> fa_1 -> fa_1 -> fa_1 -> inv_1 -> fa_1 -> inv_1 -> ha_1 -> or2_2 -> a21oi_1 -> a21oi_1 -> a211oi_1 -> a21oi_1 -> xnor2_1"
  crit_top_cell: "fa_1"
  max_stage_delay_ns: 0.85
run:
  max_cap_viol_count: 0
  openroad.warnings: 25
final_layout:
  drive_gt1_frac: 0.0214
  final_util: 0.562
  finalInstanceArea_mm2: 0.0132
  finalNonFillerCells: 1676
  comb_area_mm2: 0.00903
  regArea_mm2: 0.00192
  nFillCells: 2136
  area_delta_synth_final_pct: 10.4
synthesis:
  flop_cell: "dfxtp_1"
  yosys.stat.seqShare: 0.161
  ys_types: 49
  netlist_area_mm2: 0.0119
  ys_cells: 1309
  edf_count: 0
  synthArstFlopShare: 0
  ys.flops: 96
  yosys_warnings: 2
  synthCells: 1309
  avgSynthCellArea_um2: 9.10
  yosysChipArea_mm2: 0.0119
clock_tree:
  clk_latency_ns: 0.35
  ctsHoldBuffers: 0
  cts_tree: "yes"
  htreeDepth: 3
  numCtsBuffers: 9
  ctsLongestPathBuffers: 2
  cts_sinks: 96
  cts-root-buf: "clkbuf_16"
  cts_setup_buffers: 0
  clk_pin_slew_ns: 0.08
  ctsResizeCount: 0
power:
  vdd_drop_max_v: 0.000166
  pwr_density_cell_mw_per_mm2: 247
  leakage_nw: 6.55
place:
  placed_cell_area_mm2: 0.0128
  io_buffers: 64
  place_ws_ns: 4.13
  dp_cells: 1660
  hpwlAfterDp_um: 19100
  gp_congestion: 0.863
hold_path:
  hold_path.class: "register to register"
floorplanning:
  core_mm2: 0.0234
  die-area_mm2: 0.0245
  io-pin-count: 65
  core_util_floorplan: 0.509
  rows: 56
  die_x_um: 156
  die_h_um: 156
-- kinds of logic after synthesis --
logic type / Yosys count / synth area share
multiplexers: 2 / 0.00168
AND-OR/OR-AND: 148 / 0.0825
buffers and inverters: 255 / 0.0806
flip-flops: 96 / 0.161
XOR/XNOR: 68 / 0.0500
adder cells (fa/ha/maj): 323 / 0.431
AND/OR/NAND/NOR: 417 / 0.193
-- flip-flops by register name, indices dropped and copies added, names as in the netlist --
| name | count |
|---|---|
| r | 32 |
| mul1.r | 16 |
| mul3.r | 16 |
| mul4.r | 16 |
| mul2.r | 16 |
-- worst reg2reg max path, delay by kind of cell, from the launching register on --
kind,cells,cell delay [ns]
and+or+nand+nor,5,0.83
adders and majority gates,3,0.97
xor gates and xnor gates,1,0.16
buffers and inverters,1,0.05
DFF,1,0.33
AOI/OAI and AO/OA,7,1.62
-- routing by layer --
metal,vias to the layer above,wire [µm],track usage,part of all wire
met3,14,1660,0.0674,0.069
met1,3927,11600,0.340,0.48
li1,4250,-,-,-
met2,137,10500,0.349,0.44
met4,0,225,0.0173,0.0094
met5,-,0,0,0
-- cells in the final DEF (no fill, tap or decap), types with 14 or more instances in the layout --
| cell | synthesis | routed |
|---|---|---|
| o21ai_0 | 28 | 28 |
| dfxtp_1 | 96 | 96 |
| a21oi_1 | 41 | 41 |
| nor2b_1 | 27 | 27 |
| nor3_1 | 18 | 18 |
| fa_1 | 146 | 146 |
| and2_1 | 215 | 215 |
| nor2_1 | 43 | 43 |
| inv_1 | 220 | 220 |
| nand2_1 | 74 | 74 |
| xnor2_1 | 55 | 55 |
| a211oi_1 | 14 | 14 |
| a21o_1 | 19 | 19 |
| ha_1 | 177 | 177 |
| clkdlybuf4s50_1 | 0 | 64 |
-- where the power goes --
| part | internal [mW] | switching, mW | total (mW) |
|---|---|---|---|
| clock network | 0.174 | 0.147 | 0.320 |
| logic | 1.11 | 1.23 | 2.35 |
| registers | 0.514 | 0.0667 | 0.581 |
-- cells in the mapped netlist, types with 3 or more instances --
cell,instances,share of area
xnor2_1,55,0.040
nand4_1,4,0.0021
nand3_1,6,0.0025
o21ai_0,28,0.012
a221oi_1,9,0.0066
o31ai_1,3,0.0019
o311ai_0,4,0.0029
fa_1,146,0.25
xor2_1,13,0.0096
ha_1,177,0.19
clkbuf_1,32,0.010
a21oi_1,41,0.017
o21a_1,8,0.0050
nand2b_1,10,0.0052
nand2_1,74,0.023
and2_1,215,0.11
nor3_1,18,0.0076
or2_2,6,0.0032
inv_1,220,0.069
o21bai_1,3,0.0019
nor2_1,43,0.014
dfxtp_1,96,0.16
a21o_1,19,0.012
nor2b_1,27,0.014
a211oi_1,14,0.0088
and3_1,9,0.0047
-- metrics by stage --
stage                     hold slack (ns)  power [mW]
final                               0.328        3.25
after global routing                0.334        3.62
after CTS                           0.329        3.28
after detailed placement            0.312        2.94
after global placement              0.309        2.94
after floorplan                     0.310        2.39
-- worst paths after layout --
kind,depth (start not counted),to,from
max,15,mul3.r[15]$_DFF_P_,a[1]
min,0,r[4]$_DFF_P_,mul1.r[4]$_DFF_P_
max reg2reg,17,r[31]$_DFF_P_,mul2.r[0]$_DFF_P_
min reg2reg,0,r[4]$_DFF_P_,mul1.r[4]$_DFF_P_
-- layout make-up --
cell class                      instances  area share
Clock buffer                            9      0.0171
Tap cell                              319      0.0303
Timing Repair Buffer                   67      0.0504
Multi-Input combinational cell        958       0.687
Sequential cell                        96       0.146
Clock inverter                          7     0.00656
Inverter                              220      0.0628
Power is estimated from default activity; no workload was simulated.
