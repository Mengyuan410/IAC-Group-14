--- flow/design.v ---
module accumulator(
    input logic clk,
    input logic clear,
    input logic[31:0] up,
    input logic[31:0] down,
    output logic[31:0] sum
);
    logic [30:0] acc;
    always_ff @(posedge clk) begin 
        if ( clear ) begin
            acc <= up - down;
        end else if ( up ) begin 
            acc <= acc + up;
        end else if ( down ) begin 
            acc <= acc - down;
        end
    end
    assign sum = acc;
endmodule
--- flow/run.sh ---
#!/bin/bash
# OpenROAD 26Q1-2900-gdf79404cd8, Yosys 0.63+post, stock flow scripts
make -C /OpenROAD-flow-scripts/flow DESIGN_CONFIG=/design/flow/config.mk WORK_HOME=/design/flow/orfs finish
--- flow/config.mk ---
export PLATFORM = sky130hd
export DESIGN_NAME = accumulator
export DESIGN_NICKNAME = accumulator
export VERILOG_FILES = /design/flow/design.v
export SDC_FILE = /design/flow/constraint.sdc
export NUM_CORES = 4
export LEC_CHECK = 1
export CORE_UTILIZATION = 30
--- flow/constraint.sdc ---
current_design accumulator

set clk_period 19.4
set clk_io_pct 0.2

create_clock -name clk0 -period $clk_period [get_ports {clk}]

set non_clock_inputs [all_inputs -no_clocks]
set_input_delay [expr $clk_period * $clk_io_pct] -clock clk0 $non_clock_inputs
set_output_delay [expr $clk_period * $clk_io_pct] -clock clk0 [all_outputs]
==> impl_metrics.toml <==
# yosys + openroad results
[run_status]
run_status = "completed"

[route]
vias_per_cell = 5.451
detail_route.drc_violations = 0
drt_iter0_drc = 506
detail_route.wirelength_um = 18580
antenna_violating_nets_post_route = 0
vias = 5560
avgRoutedWirePerCell_um = 18.22
drt_first_pass_iters = 5
detail_route.antenna_diodes = 0

[worst_setup_path]
worstPathMaxFanout = 7
timing.critical_path.required_ns = 19.42
timing_worst_setup_path_type = "input pin to flip-flop"
timing.critical_path.arrival_ns = 8.35
start_kind = "input pin"
most_repeated_library_cell_on_the_critical_path = "a21oi_1"
max_incr_delay_on_cp_ns = 0.61
timing.critical_path.cells = "clkdlybuf4s50_1 > or4_4 > or3_4 > nor2_8 > nand3_4 > or3_1 > a31o_1 > ha_1 > nand2_1 > a21oi_1 > nand2b_1 > nor3b_1 > a21oi_1 > o41ai_1 > xnor2_1 > o2111ai_1"
timing.critical_path.to_type = "flip-flop"
critical-path-slowest-cell = "o41ai_1"

[global_routing]
grt_pass1_vias = 5229
grt_max_degree = 48
use_met1 = 0.3211
grt_use_met2 = 0.3064
grt_util_all_layers = 0.2044
overflow = 0
grt_util_met3 = 0.02163
global_route_hottest_layer = "met1"
grt_pass1_wl_um = 28700
initial_antenna_violation_count = 0

[timing]
post-route-min-period_ns = 8.331
maxSlewViolCount = 0
max_slew.worst_pin.slew_ns = 0.7735
setup_violations = 0
finClkSkew_ns = 0.004226
timing.final.hold_violations = 0
achievable-frequency_mhz = 120.0
timing.final.crit_share = 0.4295
unrepaired_setup_endpoints_after_global_routing = "false"
final.setup.tns_ns = 0
maxSlewHeadroom = 0.4816

[floorplanning]
floorplan.die.height_um = 138.0
floorplan.io_pins = 98
placeableCoreArea_mm2 = 0.01802
rows = 49
die_w_um = 138.0
fp.dieArea_mm2 = 0.01903
fp_util = 0.3076

[synthesis]
average_instance_area_after_synthesis_um2 = 7.888
yosys-stat-area_mm2 = 0.005545
synth.ff_latch_count = 31
enable_flop_cells = 31
ys_dominant_reg_cell = "edfxtp_1"
netlist.top_cell.by_area = "edfxtp_1"
synthCells = 703
ys_cells = 703
synth_top_cells_by_count = "a21oi_1 (72), ha_1 (66), nand2_1 (57)"
ys_async_sr_fraction = 0
synth_warnings = 1
synth.top_cells.by_area = "edfxtp_1 (17%), ha_1 (15%), xnor2_1 (8.8%)"
synth.cell_area_mm2 = 0.005545
synth_largest_type_area_fraction = 0.1679
synth_sequential_area_ratio = 0.1679
dominant_cell_by_count_in_the_synthesized_netlist = "a21oi_1"
synth.lib_cells_used.distinct = 74

[finish]
post-route-util = 0.3816
largestRegisters = "acc (31)"
ratio_of_cells_with_drive_above_1_in_the_final_layout = 0.03919
flow.area_growth_from_synthesis_pct = 24.03
largest_reg_flops = 31
max_flop_register = "acc"
finalNonFillerCells = 1020

[hold_path]
hp-class = "flip-flop to flip-flop"

[cts]
clock_path_buffers = 2
clock.latency.late_pin_ns = 0.29
tritoncts = "built"
numCtsBuffers = 5
postCtsResizedCells = 0
ctsHoldBuffers = 0
clkSlewWorstSetupHoldPaths_ns = 0.06
cts_htree_levels = 2
clock_sink_count = 31
post-cts-setup-buffer-count = 0
root_buffer = "clkbuf_16"

[power_and_ir_drop]
powerDensity_mw_per_mm2 = 101.6
p_leak_nw = 2.849
maximum_vdd_drop_mv = 0.04080

[placement]
post-place-cells = 1012
count_of_buffers_inserted_at_the_top_level_ports = 96
post_dp_hpwl_um = 15360
globalplace.congestion = 0.9503

[job]
log.warning_count = 30
max_capacitance_violation_count = 0
[logic make-up (layout without fill, tap and decap cells)]
kind of cell    after synthesis  after routing  synth area share
fa+ha+maj                    68             68            0.1561
simple gates                212            212            0.2103
mux                           8              8           0.01467
compound gates              246            246            0.2938
xor+xnor                     69             69            0.1090
flops                        31             31            0.1679
other cells                   1              1         0.0006762
buf+inv                      68            156           0.04761
[routing by layer]
metal	vias up	wire [µm]	part of all wire
li1	2824	-	-
met1	2559	9189	0.49
met2	161	8154	0.44
met3	16	887	0.048
met4	0	349	0.019
met5	-	0	0
[report_power, final]
group          total [mW]  switching, mW  internal, mW  leakage [nW]
Clock              0.0776         0.0309        0.0467        0.0659
Sequential          0.144         0.0263         0.118         0.328
Combinational       0.477          0.247         0.230          2.46
[worst paths after layout]
kind	cells after the start	end	startpoint	slack (ns)
max reg2reg	10	acc[28]$_DFFE_PP_	acc[0]$_DFFE_PP_	16.12
max	16	acc[30]$_DFFE_PP_	down[1]	11.07
min reg2reg	3	acc[0]$_DFFE_PP_	acc[0]$_DFFE_PP_	0.76
min	3	acc[0]$_DFFE_PP_	acc[0]$_DFFE_PP_	0.76
[cell type report]
cell class	count	area, µm²
fill	1882	11150
multi-input combinational	604	4353
timing repair buffer	100	991.0
sequential	31	930.9
tap	229	286.5
inverter	48	180.2
clock buffer	6	128.9
clock inverter	2	7.507
[stage by stage]
stage / hold WS [ns] / worst slack [ns] / total power [mW] / instance area, µm²
2_1_floorplan: 0.6242 / 11.91 / 0.4473 / 5545
3_3_place_gp: 0.7729 / 10.84 / 0.6234 / 6741
3_5_place_dp: 0.7459 / 10.78 / 0.6166 / 6741
4_1_cts: 0.7654 / 11.07 / 0.6996 / 6878
5_1_grt: 0.8196 / 10.76 / 0.7632 / 6878
6_report: 0.7588 / 11.07 / 0.6991 / 6878
[worst max-delay path, delay by kind of cell]
kind | cells | cell delay (ns)
simple gates | 8 | 2.11
xor+xnor | 1 | 0.20
compound gates | 5 | 1.26
fa+ha+maj | 1 | 0.41
buf+inv | 1 | 0.48
[placed cells by master (no fill, tap or decap), types with 16 or more instances in the layout]
master            n
clkdlybuf4s50_1  96
a21oi_1          72
ha_1             66
nand2_1          57
xnor2_1          56
inv_1            47
a21o_1           43
nor2_1           38
edfxtp_1         31
o21ai_0          26
nand3_1          18
o21ai_1          16
Power is estimated from default activity; no workload was simulated.
